==> ./run.sh <==
#!/bin/bash
# OpenROAD 26Q1-2900-gdf79404cd8, Yosys 0.63+post, stock flow scripts
make -C /OpenROAD-flow-scripts/flow DESIGN_CONFIG=/design/flow/config.mk WORK_HOME=/design/flow/orfs finish
==> ./config.mk <==
export PLATFORM = sky130hd
export DESIGN_NAME = MM
export DESIGN_NICKNAME = MM
export VERILOG_FILES = /design/flow/design.v
export SDC_FILE = /design/flow/constraint.sdc
export NUM_CORES = 4
export LEC_CHECK = 1
export CORE_UTILIZATION = 40
==> ./constraint.sdc <==
current_design MM

set clk_period 19.1
set clk_io_pct 0.2

create_clock -name clk0 -period $clk_period [get_ports {clk}]

set non_clock_inputs [all_inputs -no_clocks]
set_input_delay [expr $clk_period * $clk_io_pct] -clock clk0 $non_clock_inputs
set_output_delay [expr $clk_period * $clk_io_pct] -clock clk0 [all_outputs]
==> ./design.v <==
module MM(clk,i,j,reset,read,write,index,read_data,write_data,finish);
	input reset, clk;
	input [19:0]read_data;
	output [19:0]i, j;
	output read, write, index, finish;
	output [39:0]write_data;
	parameter IDLE = 4'b0000, MAT0 = 4'b0001, MAT1 = 4'b0010,
			  MULADD = 4'b0011, CHANGECOL1 = 4'b0100, WRITE = 4'b0101,
			  S1 = 4'b0111, S2 = 4'b1000, CHANGECOL2 = 4'b1010,
			  CHANGEROW1 =4'b1011;
	reg [3:0]state, next_state;
	reg [19:0]row1, col1, col2, next_row1, next_col1, next_col2;
	reg signed [19:0]a, b, next_a, next_b;
	reg readd, writee, indexx;
	reg [19:0]i_now,  j_now,  k, next_k, m,  next_m, n, next_n, ii, next_ii;
	reg signed [39:0]pres_sum, next_sum, write_data1;
	always@(posedge clk or posedge reset)begin
		if(reset)begin
			state <= IDLE;
			ii <= 20'd0;
			row1 <= 1'b0;
			col1 <= 1'b0;
			col2 <= 1'b0;
			m <= 1'b0;
			n <= 1'b0;
			k <= 1'b0;
			pres_sum <= 1'b0;
			a <= 0;
			b <= 0;
		end
		else begin
			state <= next_state;
			ii <= next_ii;
			row1 <= next_row1;
			col1 <= next_col1;
			col2 <= next_col2;
			m <= next_m;
			n <= next_n;
			k <= next_k;
			pres_sum <= next_sum;
			a <= next_a;
			b <= next_b;
		end
	end
	always@(*)begin
		next_state = state;
		next_ii = ii;
		next_row1 = row1;
		next_col1 = col1;
		next_col2 = col2;
		next_m = m;
		next_n = n;
		next_k = k;
		next_a = a;
		next_b = b;
		next_sum = pres_sum;
		case(state)
		  IDLE:begin
			next_state = (!reset)? S1 : IDLE;
		  end
		  S1:begin
			readd = 1'b1;
			writee = 1'b1;
			i_now = ii;
			next_row1 = (ii == 20'd0)? read_data : row1;
			next_col1 = (ii == 20'd1)? read_data : col1;
			next_col2 = (ii == 20'd2)? read_data : col2;
			next_state = (ii < 20'd3)? S2 : MAT0;
		  end
		  S2:begin
			next_ii = ii + 20'd1;
			next_state = S1;
		  end
		  MAT0:begin
			readd = 1'b1;
			writee = 1'b0;
			indexx = 1'b0;
			i_now = 1'b0 + m;
			j_now = 1'b0 + n;
			next_a = read_data;
			next_state = MAT1;
		  end
		  MAT1:begin
			readd = 1'b1;
			writee = 1'b0;
			indexx = 1'b1;
			i_now = 1'b0 + n;
			j_now = 1'b0 + k;
			next_b = read_data;
			next_state = MULADD;
		  end
		  MULADD:begin
			next_sum = pres_sum + a*b;
			next_state = CHANGECOL1;
		  end
		  CHANGECOL1:begin
			next_n = (n < col1-1)? n+1'b1 : 1'b0;
			next_state = (n < col1-1)? MAT0 : WRITE;
		  end
		  WRITE:begin
			readd = 1'b0;
			writee = 1'b1;
			write_data1 = pres_sum;
			next_state = CHANGECOL2;
		  end
		  CHANGECOL2:begin
			writee = 1'b0;
			next_k = (k < col2-1)? k+1'b1 : 1'b0;
			next_state = (k < col2-1)? MAT0 : CHANGEROW1;
			next_sum = 1'b0;
		  end
		  CHANGEROW1:begin
			if(m < row1-1)begin
				next_m = m + 1'b1;
				next_state = MAT0;
			end
			else begin
				next_m = m;
				next_n = col1;
				next_k = col2;
			end
		  end
		endcase
	end
	assign read = readd;
	assign write = writee;
	assign index = indexx;
	assign i = i_now;
	assign j = j_now;
	assign finish = (m == row1-1 && n == col1 && k == col2 && reset != 1'b1)? 1'b1 : 1'b0;
	assign write_data = write_data1; 
endmodule
==> impl_metrics.py <==
# Synthesis and PnR figures
metrics = {
    "worst_hold_path": {
        "hold_start": "state[6]",
        "whs_endpoint": "state[4]",
        "min_path_type": "register to register",
        "min_path_cells": 0,
    },
    "grt": {
        "grt_pass1_wl_um": 131000,
        "antenna_found_initial": 4,
        "grt_max_degree": 82,
        "grt_pass1_vias": 23900,
        "overflow": 0,
        "grt_use_total_pct": 21.6,
    },
    "final_timing": {
        "fmaxAchievable_mhz": 100,
        "unconstrained_endpoints": 166,
        "slew-limit-headroom_pct": 38.9,
        "rsz0062_at_grt": "no",
        "period_used_pct": 52.4,
        "setup_viol": 0,
        "worst_slew_pin_slew_ps": 911,
        "final_hold_viol_count": 0,
        "unclocked_pins": 83,
        "maxSlewViolCount": 0,
        "fin_skew_ps": 34.5,
        "tns_ps": 0,
        "min_period_ps": 10000,
        "fin_ws_ps": 9100,
    },
    "setup_path": {
        "cp.arrival_ps": 6180,
        "critPathRequiredTime_ps": 15280,
        "slowest_stage": "clkdlybuf4s50_1",
        "r2r_start": "b[3]",
        "reg2reg_to": "pres_sum[37]",
        "critPathBufInv": 2,
        "r2r.worst_path.cells": 20,
        "worstPathCellList": "clkdlybuf4s50_1, nor4b_1, nand4_1, nor4_1, and3_1, clkdlybuf4s50_1",
        "cpLargestDelayFamily": "simple AND/OR/NAND/NOR gates",
        "reg2reg_slack_ps": 10900,
        "endpoint_kind": "primary output",
        "startpoint_type": "primary input",
        "cp_max_fo": 3,
        "path_class": "primary input to primary output",
        "cp_slowest_stage_delay_ps": 630,
        "cpMostUsedCell": "clkdlybuf4s50_1",
    },
    "synthesis": {
        "synth.area.top_cells": "fa_1 29%, dfrtp_1 18%, inv_1 8.3%, ha_1 7.7%, mux2_2 4.0%",
        "yosysCellCount": 3400,
        "synthCells": 3400,
        "top_cell_area_share_pct": 29.3,
        "yosys-top-cells-count": "708 x inv_1, 468 x fa_1, 328 x nand2_1",
        "ys_warn_count": 1,
        "yosysChipArea_um2": 32000,
        "top_area_cell": "fa_1",
        "synthFlopType": "dfrtp_1",
        "synth.most_common_cell": "inv_1",
        "ys_types": 80,
        "syn-cell-area_um2": 32000,
        "ys_ff": 313,
        "edf_count": 0,
        "async_flop_share_pct": 73.5,
        "syn-mean-instance-area_um2": 9.41,
    },
    "cts": {
        "cts.hold.buffers_added": 0,
        "htree_levels": 1,
        "insertion_delay_ps": 620,
        "postCtsSetupBuffers": 0,
        "clk_pin_slew_ps": 60,
        "cts_buffers": 30,
        "post_cts_resized": 0,
        "root_buffer": "clkbuf_16",
        "clockBufferDepth": 3,
        "cts_tree": "done",
    },
    "floorplanning": {
        "die_h_um": 285,
        "floorplan.core_util_pct": 40.4,
        "die_w_um": 285,
        "chipArea_um2": 81100,
        "ioPinCount": 106,
        "core_um2": 79100,
        "rows": 103,
    },
    "placed_design": {
        "placed_cells": 4457,
        "gp_congestion": 0.928,
        "hpwl_um": 61800,
        "io_buffer_count": 105,
        "placed_area_um2": 34200,
        "place_ws_ps": 9110,
    },
    "power_and_ir_drop": {
        "leakage_nw": 17.4,
        "finalPower_mw": 1.13,
        "vdd_drop_max_uv": 84.2,
        "power_density_nw_per_um2": 32.0,
    },
    "cells_and_area": {
        "fin_cells": 4511,
        "stdcell_area_um2": 35200,
        "drive_gt1_share_pct": 7.11,
        "fillers": 7650,
        "syn_to_final_growth_pct": 9.94,
    },
    "job": {
        "tool_warnings": 30,
        "maxCapViolCount": 0,
    },
    "drt": {
        "drtPass1Iterations": 4,
        "detail-route-antenna-nets": 0,
        "vias_per_cell": 5.08,
        "dr_total_vias": 22900,
        "drc_errors": 0,
        "wire_per_inst_um": 17.4,
        "insertedDiodeCount": 0,
        "drt_iter0_markers": 1140,
        "drt-total-wl_um": 78600,
    },
    "outcome": {
        "status": "completed",
    },
}
[per-layer routing]
metal | vias up | routed length (um) | track usage (%)
li1 | 10700 | - | -
met1 | 11600 | 34600 | 32.7
met2 | 495 | 37200 | 33.7
met3 | 90 | 4810 | 4.43
met4 | 6 | 1970 | 4.14
met5 | - | 23 | 0
[stage by stage]
stage | hold WS [ps] | util [%]
floorplan | 352 | -
global placement | 368 | 43.2
detailed placement | 370 | 43.2
CTS | 385 | 44.5
global route | 400 | 44.5
finish | 383 | 44.5
[worst max-delay path by stage]
| stage | cells past startpoint | from | endpoint | slack, ps |
|---|---|---|---|---|
| 4_1_cts | 6 | reset | finish | 9080 |
| 5_1_grt | 6 | reset | finish | 8860 |
| 6_report | 6 | reset | finish | 9100 |
[cell usage in the layout (no fill, tap or decap), types with 15 or more instances in the layout]
master / instances
and2_1: 192
nor2_1: 135
nor4_1: 28
o31ai_1: 18
dfrtp_1: 225
a211oi_1: 15
nand3_1: 38
inv_1: 707
xnor2_1: 80
mux2i_1: 15
xor2_1: 82
nand2b_1: 20
dlxtn_1: 43
a22oi_1: 25
fa_1: 468
nor3_1: 49
a21o_1: 38
nand4_1: 24
clkbuf_16: 30
o21ai_0: 48
mux2_2: 113
buf_4: 60
ha_1: 198
dlxtp_1: 40
a21oi_1: 66
nand2_1: 328
and3_1: 20
clkdlybuf4s50_1: 105
o21a_1: 19
[power by group]
| group | switching, mW | internal (mW) |
|---|---|---|
| sequential | 0.0139 | 0.494 |
| clock | 0.241 | 0.326 |
| combinational | 0.0303 | 0.0208 |
| total | 0.285 | 0.840 |
[cell families after synthesis]
kind of cell               after synthesis  share of synthesized area (%)
buffers and inverters                  867                           10.3
latches                                 83                           3.89
muxes                                  128                           4.45
adders and majority gates              666                           37.0
AOI/OAI and AO/OA                      338                           7.36
and+or+nand+nor                        926                           14.5
DFF                                    230                           18.0
xor gates and xnor gates               162                           4.43
[final cells by class]
cell class                 instances  area (um^2)  share of cell area [%]
timing repair buffer             165         1500                    4.27
clock buffer                      39          805                    2.29
multi-input combinational       2220        21700                    61.7
tap                             1050         1310                    3.73
clock inverter                    15          176                   0.502
sequential                       313         7010                    19.9
inverter                         709         2670                    7.59
