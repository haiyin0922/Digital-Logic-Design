`flow/run.sh`:
```
#!/bin/bash
# OpenROAD 26Q1-2900-gdf79404cd8, Yosys 0.63+post, stock flow scripts
make -C /OpenROAD-flow-scripts/flow DESIGN_CONFIG=/design/flow/config.mk WORK_HOME=/design/flow/orfs finish
```
`flow/design.v`:
```
module IIR(clk,rst,load,DIn,RAddr,data_done,WEN,Yn,WAddr,Finish);
	input clk,rst;
	input data_done;
	input signed[15:0]DIn;
	output WEN,load;
	output Finish;
	output signed[15:0]Yn;
	output [19:0]RAddr;
	output [19:0]WAddr;
	parameter R0 = 5'b00000, S0 = 5'b00001, W0 = 5'b00010,
			  R1 = 5'b00011, S1 = 5'b00100, W1 = 5'b00101,
			  R2 = 5'b00110, S2 = 5'b00111, W2 = 5'b01000,
			  R3 = 5'b01001, S3 = 5'b01010, W3 = 5'b01011,
			  R4 = 5'b01100, S4 = 5'b01101, W4 = 5'b01110,
			  R5 = 5'b01111, S5 = 5'b10000, W5 = 5'b10001,
			  REPLACE = 5'b10011, END = 5'b11110, READY = 5'b11111;
	reg [19:0]raddr, next_RAddr, waddr, next_WAddr, n, next_n;
	reg [4:0]state, next_state;
	reg WENN, loadd, Fin;
	reg signed [24:0]s0, next_s0, s1, next_s1, s2, next_s2, s3, next_s3, s4, next_s4, s5, next_s5;
	reg signed [24:0]ss0, next_ss0, ss1, next_ss1, ss2, next_ss2, ss3, next_ss3, ss4, next_ss4, ss5, next_ss5;
	reg signed [15:0]Ynn;
	always@(posedge rst or posedge clk)begin
		if(rst)begin
			state <= READY;
			raddr <= 1'b0;
			waddr <= 1'b0;
			s0 <= 25'b0;
			s1 <= 25'b0;
			s2 <= 25'b0;
			s3 <= 25'b0;
			s4 <= 25'b0;
			s5 <= 25'b0;
			ss0 <= 25'b0;
			ss1 <= 25'b0;
			ss2 <= 25'b0;
			ss3 <= 25'b0;
			ss4 <= 25'b0;
			ss5 <= 25'b0;
			n <= 20'b0;
		end
		else begin
			state <= next_state;
			waddr <= next_WAddr;
			raddr <= next_RAddr;
			s0 <= next_s0;
			s1 <= next_s1;
			s2 <= next_s2;
			s3 <= next_s3;
			s4 <= next_s4;
			s5 <= next_s5;
			ss0 <= next_ss0;
			ss1 <= next_ss1;
			ss2 <= next_ss2;
			ss3 <= next_ss3;
			ss4 <= next_ss4;
			ss5 <= next_ss5;
			n <= next_n;
		end
	end	
	always@(*)begin
		next_state = state;
		next_WAddr = waddr;
		next_RAddr = raddr;
		next_s0 = s0;
		next_s1 = s1;
		next_s2 = s2;
		next_s3 = s3;
		next_s4 = s4;
		next_s5 = s5;
		next_ss0 = ss0;
		next_ss1 = ss1;
		next_ss2 = ss2;
		next_ss3 = ss3;
		next_ss4 = ss4;
		next_ss5 = ss5;
		WENN = 1'b0;
		case(state)
		  READY:begin
			Fin = 1'b0;
			next_state = (!rst)? R0:READY;
		  end
		  R0:begin
			Fin = 1'b0;
			loadd = 1'b1;
			next_RAddr = raddr + 1'b1;
			next_s0 = {{2{DIn[15]}}, DIn, {7{1'b0}}};
			next_state = (raddr>1'b0)? R1:S0;
		  end
		  S0:begin
			Fin = 1'b0;
			next_ss0 = (s0>>>6) + (s0>>>9) + (s0>>>10) + (s0>>>11) + (s0>>>12) + (s0>>>13) + (s0>>>16);
			next_state = W0;
		  end
		  W0:begin
			Fin = 1'b0;
			WENN = 1'b1;
			next_WAddr = waddr + 1'b1;
			Ynn = {ss0[24], ss0[21:7]};
			next_ss0 = {{2{ss0[24]}}, ss0[24], ss0[21:7], {7{1'b0}}};
			next_state = R1;
	  	  end
		  R1:begin
			Fin = 1'b0;
			loadd = 1'b1;
			next_RAddr = raddr + 1'b1;
			next_s1 = {{2{DIn[15]}}, DIn, {7{1'b0}}};
			next_state = (raddr>1'b1)? R2:S1;
          end
          S1:begin
			Fin = 1'b0;
			next_ss1 = (s1>>>6) + (s1>>>9) + (s1>>>10) + (s1>>>11) + (s1>>>12) + (s1>>>13) +(s1>>>16) +
					   (s0>>>6) + (s0>>>8) + (s0>>>10) + (s0>>>11) + (s0>>>14) + (s0>>>15) + (s0>>>16) +
				  	   (ss0<<<1) +(ss0>>>1) + (ss0>>>2) + (ss0>>>7) + (ss0>>>13) + (ss0>>>14);
			next_state = W1;
          end
          W1:begin
			Fin = 1'b0;
			WENN = 1'b1;
			next_WAddr = waddr + 1'b1;
			Ynn = {ss1[24], ss1[21:7]};
			next_ss1 = {{2{ss1[24]}}, ss1[24], ss1[21:7], {7{1'b0}}};
			next_state = R2;
          end
		  R2:begin
			Fin = 1'b0;
			loadd = 1'b1;
			next_RAddr = raddr + 1'b1;
			next_s2 = {{2{DIn[15]}}, DIn, {7{1'b0}}};
			next_state = (raddr>2'b10)? R3:S2;
          end
          S2:begin
			Fin = 1'b0;
			next_ss2 = (s2>>>6) + (s2>>>9) + (s2>>>10) + (s2>>>11) + (s2>>>12) + (s2>>>13) + (s2>>>16) +
					   (s1>>>6) + (s1>>>8 ) +(s1>>>10) + (s1>>>11) + (s1>>>14) + (s1>>>15) + (s1>>>16) +
					   (s0>>>5) + (s0>>>8) + (s0>>>9) + (s0>>>11) + (s0>>>14) + (s0>>>15) + (s0>>>16) + 
					   (ss1<<<1) + (ss1>>>1) + (ss1>>>2) + (ss1>>>7) + (ss1>>>13) + (ss1>>>14) -
					   (ss0<<<2) - (ss0>>>7) - (ss0>>>9) - (ss0>>>10) - (ss0>>>12);
			next_state = W2;
          end
          W2:begin
			Fin = 1'b0;
			WENN = 1'b1;
			next_WAddr = waddr + 1'b1;
			Ynn = {ss2[24], ss2[21:7]};
			next_ss2 = {{2{ss2[24]}}, ss2[24], ss2[21:7], {7{1'b0}}};
			next_state = R3;
          end
		  R3:begin
			Fin = 1'b0;
			loadd = 1'b1;
			next_RAddr = raddr + 1'b1;
			next_s3 = {{2{DIn[15]}}, DIn, {7{1'b0}}};
			next_state = (raddr>2'b11)? R4:S3;
          end
          S3:begin
			Fin = 1'b0;
			next_ss3 = (s3>>>6) + (s3>>>9) + (s3>>>10) + (s3>>>11) + (s3>>>12) + (s3>>>13) + (s3>>>16) +
					   (s2>>>6) + (s2>>>8) + (s2>>>10) + (s2>>>11) + (s2>>>14) + (s2>>>15) + (s2>>>16) +
					   (s1>>>5) + (s1>>>8) + (s1>>>9) + (s1>>>11) + (s1>>>14) + (s1>>>15) + (s1>>>16) +
					   (s0>>>5) + (s0>>>8) + (s0>>>9) + (s0>>>11) + (s0>>>14) + (s0>>>15) + (s0>>>16) + 
					   (ss2<<<1) + (ss2>>>1) + (ss2>>>2) + (ss2>>>7) + (ss2>>>13) + (ss2>>>14) -
					   (ss1<<<2) - (ss1>>>7) - (ss1>>>9) - (ss1>>>10) - (ss1>>>12) +
					   (ss0<<<1) + (ss0<<<0) + (ss0>>>2) + (ss0>>>4) + (ss0>>>5) + (ss0>>>6) + (ss0>>>7) + (ss0>>>8);
			next_state = W3;
          end
          W3:begin
			Fin = 1'b0;
			WENN = 1'b1;
			next_WAddr = waddr + 1'b1;
			Ynn = {ss3[24], ss3[21:7]};
			next_ss3= {{2{ss3[24]}}, ss3[24], ss3[21:7], {7{1'b0}}};
			next_state = R4;
          end
		  R4:begin
			Fin = 1'b0;
			loadd = 1'b1;
			next_RAddr = raddr + 1'b1;
			next_s4 = {{2{DIn[15]}}, DIn, {7{1'b0}}};
			next_state = (raddr>3'b100)? R5:S4;
          end
          S4:begin
			Fin = 1'b0;
			next_ss4 = (s4>>>6) + (s4>>>9) + (s4>>>10) + (s4>>>11) + (s4>>>12) + (s4>>>13) + (s4>>>16) + 
					   (s3>>>6) + (s3>>>8) + (s3>>>10) + (s3>>>11) + (s3>>>14) + (s3>>>15) + (s3>>>16) +
					   (s2>>>5) + (s2>>>8) + (s2>>>9) + (s2>>>11) + (s2>>>14) + (s2>>>15) + (s2>>>16) +
				 	   (s1>>>5) + (s1>>>8) + (s1>>>9) + (s1>>>11) + (s1>>>14) + (s1>>>15) + (s1>>>16) +
				 	   (s0>>>6) + (s0>>>8) + (s0>>>10) + (s0>>>11) + (s0>>>14) + (s0>>>15) + (s0>>>16) +
			  		   (ss3<<<1) + (ss3>>>1) + (ss3>>>2) + (ss3>>>7) + (ss3>>>13) + (ss3>>>14) -
				 	   (ss2<<<2) - (ss2>>>7) - (ss2>>>9) - (ss2>>>10) - (ss2>>>12) +
					   (ss1<<<1) + (ss1<<<0) + (ss1>>>2) + (ss1>>>4) + (ss1>>>5) + (ss1>>>6) + (ss1>>>7) + (ss1>>>8) -
					   (ss0<<<0) - (ss0>>>1) - (ss0>>>3) - (ss0>>>6) - (ss0>>>7) - (ss0>>>8) - (ss0>>>10) - (ss0>>>11) - 
					   (ss0>>>12) - (ss0>>>13) - (ss0>>>16);
			next_state = W4;
          end
          W4:begin
			Fin = 1'b0;
			WENN = 1'b1;
			next_WAddr = waddr + 1'b1;
			Ynn = {ss4[24], ss4[21:7]};
			next_ss4 = {{2{ss4[24]}}, ss4[24], ss4[21:7], {7{1'b0}}};
			next_state = R5;
          end
          R5:begin
			Fin = 1'b0;
			loadd = 1'b1;
			next_s5 = {{2{DIn[15]}}, DIn, {7{1'b0}}};
			next_state = (raddr>3'b101)? REPLACE:S5;
          end
          S5:begin
			Fin = 1'b0;
			next_ss5 = (s5>>>6) + (s5>>>9) + (s5>>>10) + (s5>>>11) + (s5>>>12) + (s5>>>13) + (s5>>>16) +
					   (s4>>>6) + (s4>>>8) + (s4>>>10) + (s4>>>11) + (s4>>>14) + (s4>>>15) + (s4>>>16) +
					   (s3>>>5) + (s3>>>8) + (s3>>>9) + (s3>>>11) + (s3>>>14) + (s3>>>15) + (s3>>>16) +
					   (s2>>>5) + (s2>>>8) + (s2>>>9) + (s2>>>11) + (s2>>>14) + (s2>>>15) + (s2>>>16) +
					   (s1>>>6) + (s1>>>8) + (s1>>>10) + (s1>>>11) + (s1>>>14) + (s1>>>15) + (s1>>>16) +
					   (s0>>>6) +(s0>>>9) + (s0>>>10) + (s0>>>11) + (s0>>>12) + (s0>>>13) + (s0>>>16) +
					   (ss4<<<1) + (ss4>>>1) + (ss4>>>2) + (ss4>>>7) + (ss4>>>13) + (ss4>>>14) -
					   (ss3<<<2) - (ss3>>>7) - (ss3>>>9) - (ss3>>>10) - (ss3>>>12) +
					   (ss2<<<1) + (ss2<<<0) + (ss2>>>2) + (ss2>>>4) + (ss2>>>5) + (ss2>>>6) + (ss2>>>7) + (ss2>>>8) -
					   (ss1<<<0) - (ss1>>>1) - (ss1>>>3) - (ss1>>>6) - (ss1>>>7) - (ss1>>>8) - (ss1>>>10) - (ss1>>>11) - 
					   (ss1>>>12) - (ss1>>>13) - (ss1>>>16) +
					   (ss0>>>2) + (ss0>>>3) + (ss0>>>8) + (ss0>>>11) + (ss0>>>13) + (ss0>>>14);
			next_state = W5;
          end
          W5:begin
			 Fin = 1'b0;
			 WENN = 1'b1;
			 next_WAddr = waddr + 1'b1;
			 next_RAddr = raddr - 3'b100;
			 Ynn = {ss5[24], ss5[21:7]};
    		 next_ss5 = {{2{ss5[24]}}, ss5[24], ss5[21:7], {7{1'b0}}};
			 next_state = (data_done)? END:R0;
          end
		  REPLACE:begin
			 Fin = 1'b0;
			 next_ss4 = ss5;
			 next_ss3 = ss4;
			 next_ss2 = ss3;
			 next_ss1 = ss2;
		  	 next_ss0 = ss1;
			 next_state = S5;
		  end
		  END:begin
			Fin = 1'b1;
		  end
		endcase
	end
	assign load = loadd;
	assign WEN = WENN;
	assign Finish = Fin;
	assign RAddr = raddr;
	assign WAddr = waddr;
	assign Yn = Ynn;
endmodule	
```
`flow/config.mk`:
```
export PLATFORM = sky130hd
export DESIGN_NAME = IIR
export DESIGN_NICKNAME = IIR
export VERILOG_FILES = /design/flow/design.v
export SDC_FILE = /design/flow/constraint.sdc
export NUM_CORES = 4
export LEC_CHECK = 1
export CORE_UTILIZATION = 50
```
`flow/constraint.sdc`:
```
current_design IIR

set clk_period 20.5
set clk_io_pct 0.2

create_clock -name clk0 -period $clk_period [get_ports {clk}]

set non_clock_inputs [all_inputs -no_clocks]
set_input_delay [expr $clk_period * $clk_io_pct] -clock clk0 $non_clock_inputs
set_output_delay [expr $clk_period * $clk_io_pct] -clock clk0 [all_outputs]
```
==> results_dict.tcl <==
# collected from the flow reports
set metrics [dict create \
    status "completed" \
    syn_avg_cell_area_um2 11.4 \
    clock_latency_ps 750 \
    top_cell_area_share_pct 62.6 \
    grt_max_degree 68 \
    grt_pass1_wl_um 684000 \
    lay_top_cells "fa_1 (3272), inv_1 (3058), ha_1 (718)" \
    htreeDepth 2 \
    holdWs_ps 484 \
    io_pins 78 \
    clk_pin_slew_ps 70 \
    critPathRequiredTime_ps 21140 \
    overflow 0 \
    routabilityCongestion 1.15 \
    drt_pass1_iterations 6 \
    track_usage_pct 54.8 \
    tightestPinTransition_ps 1350 \
    ys_seq_elements 324 \
    critical_path_arrival_ps 11330 \
    r2r-start "s2[16]" \
    rr_endpoint "ss4[22]" \
    ys_types 81 \
    cts_setup_buffers 0 \
    area_growth_pct 8.00 \
    drt.antenna.violating_nets 0 \
    maxCapViolations 0 \
    final.setup_skew_ps 35.8 \
    fmax_mhz 93.5 \
    drt-initial-drc-count 4655 \
    die_area_um2 211000 \
    synth-edff-count 0 \
    r2r_cells 25 \
    period_used_pct 52.1 \
    cts_made_buffers 50 \
    final_common_cell "fa_1" \
    drive_gt1_share_pct 5.62 \
    cp-end-kind "flop" \
    finalHoldViolations 0 \
    warnings 145 \
    report.final.slew_viol_count 0 \
    yosys_area_um2 105000 \
    grt_pass1_vias 81000 \
    antenna_found_initial 33 \
    rows 167 \
    netlist_area_um2 105000 \
    viasPerCell 5.66 \
    hold_path_startpoint "waddr[19]" \
    flop_cell "dfrtp_1" \
    coreArea_um2 207000 \
    finalSetupViolations 0 \
    finalCriticalPeriod_ps 10690 \
    cp-endpoint "ss4[22]" \
    io_buffers 76 \
    hpwlAfterDp_um 417000 \
    unclocked_regs 17 \
    cp_max_fo 11 \
    placed_area_um2 111000 \
    wl_um 499000 \
    final_area_um2 113000 \
    synthCells 9151 \
    rsz0062_at_grt "false" \
    critPathLaunch "s2[16]" \
    fp-utilization_pct 50.4 \
    wl_per_cell_um 40.3 \
    fill_cells 17600 \
    top_area_cell "fa_1" \
    area_leaders "fa_1 (63%), inv_1 (11%), ha_1 (8.6%), dfrtp_1 (7.3%), xnor2_1 (1.6%)" \
    die_h_um 459 \
    cts_tree "built" \
    yosys_warnings 1 \
    cts_resized 0 \
    regToRegSetupSlack_ps 9810 \
    cts-root-buf "clkbuf_16" \
    untimed_endpoints 34 \
    cts_hold_buf 0 \
    vias 70100 \
    critical_path_class "flop to flop" \
    cp-start-kind "flop" \
    tns_ps 0 \
    die_w_um 459 \
    clockBufferDepth 3 \
    hp-class "flop to flop" \
    ys_cells 9151 \
    remaining_drc_errors 0 \
    slew_headroom_pct 9.02 \
    synthArstFlopShare_pct 94.8 \
]
[registers in the layout (all words and copies together), names as in the netlist, 20 cells and up]
| name | cells |
|---|---|
| ss0 | 25 |
| ss1 | 25 |
| ss2 | 25 |
| ss3 | 25 |
| ss4 | 25 |
| ss5 | 25 |
| state | 21 |
| raddr | 20 |
| waddr | 20 |
[synthesized netlist by cell type, types with 38 or more instances]
cell type / number
a21o_1: 41
a21oi_1: 135
a22oi_1: 67
clkbuf_1: 82
dfrtp_1: 306
fa_1: 3272
ha_1: 718
inv_1: 3065
nand2_1: 260
nand3_1: 51
nor2_1: 118
o21ai_0: 266
o22ai_1: 38
xnor2_1: 193
xor2_1: 95
[stage by stage]
| stage | util, % | worst slack, ps | std cells |
|---|---|---|---|
| after floorplan | - | 7890 | 9151 |
| after global placement | 53.6 | 10020 | 12300 |
| after detailed placement | 53.6 | 10150 | 12300 |
| after CTS | 54.4 | 10080 | 12400 |
| after global routing | 54.4 | 9510 | 12400 |
| final | 54.4 | 9810 | 12400 |
[cells by family (layout without fill, tap and decap cells)]
kind of cell             Yosys count  after routing  synth area share, %
latches                           17             17                0.244
adder cells (fa/ha/maj)         3990           3990                 71.2
multiplexers                      34             34                0.329
flip-flops                       307            307                 7.35
buffers and inverters           3171           3593                 11.4
XOR/XNOR                         288            288                 2.41
other                              1             19              0.00358
AND-OR/OR-AND                    746            746                 4.47
AND/OR/NAND/NOR                  597            597                 2.61
[final cells by class]
| cell class | instances | area, um2 | share of cell area (%) |
|---|---|---|---|
| Multi-Input combinational cell | 5656 | 84800 | 75.0 |
| Inverter | 3069 | 11500 | 10.2 |
| Sequential cell | 324 | 7990 | 7.07 |
| Tap cell | 2788 | 3490 | 3.09 |
| Timing Repair Buffer | 430 | 3440 | 3.05 |
| Clock buffer | 67 | 1410 | 1.24 |
| Clock inverter | 27 | 315 | 0.279 |
| Antenna cell | 18 | 45.0 | 0.0399 |
[per-layer routing]
metal	GRT usage [%]	wire length [um]
met5	13.7	3830
met4	37.1	49300
met3	45.0	99400
met2	67.9	202000
met1	62.8	144000
[how the worst min path moves through the flow]
| stage | endpoint | slack (ps) | depth (start not counted) |
|---|---|---|---|
| after CTS | waddr[19] | 480 | 1 |
| after global routing | waddr[19] | 490 | 1 |
| final | waddr[19] | 480 | 1 |
[critical path: stages (launching register included)]
cell and delay (ps):
dfrtp_1 750, inv_1 380, buf_4 370, fa_1 580, inv_1 140, fa_1 530, inv_1 60, fa_1 620
inv_1 80, fa_1 580, fa_1 460, fa_1 770, fa_1 520, fa_1 520, fa_1 440, fa_1 490
ha_1 370, a21oi_1 460, buf_4 240, o21ai_0 230, a311oi_1 830, o21ai_1 280, a31o_2 300, a21o_1 180
xor2_1 170, a2bb2oi_1 190
