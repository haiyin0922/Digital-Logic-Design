==> flow/design.v <==
module ECE(clk , rst , RData , RAddr , WAddr , WData , Wen , Finish);
    input clk , rst;
    input [14 : 0] RData;
    output [14 : 0] RAddr , WAddr;
    output [4 : 0] WData;
    output Wen , Finish;
	parameter [3:0] S0=4'b0000, S1=4'b0001, S2=4'b0010,
					S3=4'b0011, S4=4'b0100, S5=4'b0101,
					S6=4'b0110, S7=4'b0111, S8=4'b1000,
					S9=4'b1001, S10=4'b1010,
					RESTART1=4'b1100, RESTART2=4'b1101,
					CC1=4'b1110, CC2=4'b1111;
	reg [3:0] state, next_state;
	reg [14:0] raddr, next_raddr, waddr, next_waddr;
	reg [14:0] leng, next_leng;
	reg [4:0] wdata;
	reg wen;
	always@(posedge clk or posedge rst)begin
		if(rst)begin
		state <= S0;
		raddr <= 15'd32767;
		waddr <= 15'd32767;
		leng <= 15'b0;
		end
		else begin
		state <= next_state;
		raddr <= next_raddr;
		waddr <= next_waddr;
		leng <= next_leng;
		end
	end
	always@(*)begin
		next_state = state;
		next_raddr = raddr + 1'b1;
		next_waddr = waddr + 1'b1;
		next_leng = leng;
		case(state)
		  S0:begin
			next_leng = (!rst)? RData:15'b0;
			next_raddr = (!rst)? 15'b0:15'd32767;
			next_waddr = (!rst)? 15'b0:15'd32767; 
			next_state = (!rst)? S1:S0;
		  end 
		  S1:begin
			wen = 1'b1;
			wdata = (RData[0])? 5'b10000:5'b00000;
			next_state = (RData[0])? S2:RESTART1;
		  end
		  S2:begin
			wen = 1'b1;
			wdata = (RData[0])? 5'b10000:5'b01000;
			next_state = (RData[0])? S3:S1;
		  end
		  S3:begin
			wen = 1'b1;
			wdata[4:0] = (!RData[0])? 5'b00000:5'b11110;
			next_state = (!RData[0])? S4:S1;
		  end
		  S4:begin
			wen = 1'b1;
			wdata = (!RData[0])? 5'b01010:5'b11100;
			next_state = (!RData[0])? S5:S1;
		  end
		  S5:begin
			wen = 1'b1;
			wdata = (RData[0])? 5'b10000:5'b00000;
			next_state = (RData[0])? S6:CC1;
		  end
		  S6:begin
			wen = 1'b1;
			wdata = (RData[0])? 5'b10000:5'b01000;
			next_state = (RData[0])? S7:S1;
		  end
		  S7:begin
			wen = 1'b1;
			wdata = (!RData[0])? 5'b00000:5'b11110;
			next_state = (!RData[0])? S8:S1;
		  end
		  S8:begin
			wen = 1'b1;
			wdata = (!RData[0])? 5'b01011:5'b11100;
			next_state = (!RData[0])? S9:S1;
		  end
		  S9:begin
			wen = 1'b1;
			wdata = (RData[0])? 5'b10000:5'b00000;
			next_state = (RData[0])? S6:CC1;
		  end
		  CC1:begin
			wen = 1'b1;
			wdata = (RData[0])? 5'b10110:5'b00000;
			next_state = (RData[0])? S5:CC2;
		  end
		  CC2:begin
			wen = 1'b1;
			wdata = (RData[0])? 5'b10100:5'b00010;
			next_state = S1;
		  end
		  RESTART1:begin
			wen = 1'b1;
			wdata = (RData[0])? 5'b10110:5'b00000;
			next_state = (RData[0])? S1:RESTART2;
		  end
		  RESTART2:begin
			wen = 1'b1;
			wdata = (RData[0])? 5'b10100:5'b00010;
			next_state = S1;
		  end
		endcase
	end
assign RAddr = raddr;
assign WAddr = waddr;
assign WData = wdata;
assign Wen = wen;
assign Finish = (!rst && raddr==leng)? 1'b1:1'b0;
endmodule
==> flow/run.sh <==
#!/bin/bash
# OpenROAD 26Q1-2900-gdf79404cd8, Yosys 0.63+post, stock flow scripts
make -C /OpenROAD-flow-scripts/flow DESIGN_CONFIG=/design/flow/config.mk WORK_HOME=/design/flow/orfs finish
==> flow/config.mk <==
export PLATFORM = sky130hd
export DESIGN_NAME = ECE
export DESIGN_NICKNAME = ECE
export VERILOG_FILES = /design/flow/design.v
export SDC_FILE = /design/flow/constraint.sdc
export NUM_CORES = 4
export LEC_CHECK = 1
export CORE_UTILIZATION = 50
==> flow/constraint.sdc <==
current_design ECE

set clk_period 3.3
set clk_io_pct 0.2

create_clock -name clk0 -period $clk_period [get_ports {clk}]

set non_clock_inputs [all_inputs -no_clocks]
set_input_delay [expr $clk_period * $clk_io_pct] -clock clk0 $non_clock_inputs
set_output_delay [expr $clk_period * $clk_io_pct] -clock clk0 [all_outputs]
==> GITHUB_STEP_SUMMARY <==
## Implementation flow summary

| Metric | Value |
|---|---|
| Crit path DRT | `2.64 ns` |
| Netlist cell types | `36` |
| DR iter-0 viols | `112` |
| Routability congestion estimate | `0.8000` |
| Register pins left without a clock | `5` |
| Core area | `5540 um2` |
| Hold Vio Cnt, Final | `0` |
| Num CTS Buffers | `9` |
| Post-layout period usage | `0.8352` |
| Post-cts resize count | `0` |
| Setup violators final | `0` |
| F_max | `362.8 MHz` |
| Crit path DAT | `2.10 ns` |
| Placed inst area | `3456 um2` |
| Startpoint type of the worst setup path | `input pin` |
| GRT overflow | `0` |
| Vias in the first global route | `2016` |
| Global-route usage over all layers | `0.2073` |
| Clock Latency Late Sink | `0.32 ns` |
| Tightest Pin Transition | `0.7637 ns` |
| Antenna violations before repair | `0` |
| RSZ-0062 raised after global routing | `false` |
| Yosys chip area | `2877 um2` |
| #FFs+latches synth | `64` |
| Num rows | `27` |
| DP HPWL | `3.573 mm` |
| Worst VDD drop | `360.0 uV` |
| # Cells Yosys | `252` |
| Mapped Area | `2877 um2` |
| Port Buffers | `52` |
| Layout cell share with drive strength beyond 1 | `0.2097` |
| Leakage | `1.417 nW` |
| WS Path Type | `in2out` |
| DRC violation count after routing | `0` |
| CTS Hold Bufs | `0` |
| DR WL/cell | `14.16 um` |
| DRT antenna net count | `0` |
| Max-cap violations | `0` |
| FP Core Util | `0.5192` |
| Run status | `finished, final reports clean` |
| Fin crit period | `2.756 ns` |
| Async S/R FF share, synth | `0.9219` |
| Tool Warnings | `26` |
| First-pass GRT wire length | `9.487 mm` |
| Ys flop type | `dfstp_2` |
| IO Count | `54` |
| Vias | `1985` |
| Clk pin slew, worst setup/hold paths | `0.06 ns` |
| Top-count cell post-synth | `xnor2_1` |
| Hold Path Class | `reg2reg` |
| Detailed Route WL | `5.410 mm` |
| Crit-path max FO | `3` |
| Dominant cell area share | `0.2832` |
| N_diodes | `0` |
| Setup Buffers After CTS | `0` |
| P per Cell Area | `689.1 nW/um2` |
| Flip-flops with a built-in enable | `0` |
| Synth Warn # | `1` |
| Synth Area per Inst | `11.41 um2` |
| Setup crit end kind | `output port` |
| TritonCTS clock tree | `built` |
| H-tree depth | `3` |
| Die W | `77.85 um` |
| Endpoints left unconstrained | `10` |
| Post-synth top cells | `xnor2_1, dfstp_2, dfrtp_1` |
| Final instance area | `3654 um2` |
| Synth area leader | `dfstp_2` |
| Final count of pins violating max slew | `0` |
| Clock Tree Root | `clkbuf_8` |
| Chip area | `6061 um2` |
| Setup TNS | `0 ns` |
| Synth Instances | `252` |
| Top cells, area | `dfstp_2, dfrtp_1, xnor2_1` |
| Synth-to-layout area growth | `27.01%` |
| First-pass detailed-route iteration total | `6` |
| Vias per cell | `5.196` |
| Die H | `77.85 um` |
| Largest net degree at the start of global routing | `61` |
| Max clock buf depth | `2` |
| Slew HR | `0.4901` |
| Clk_skew | `0.007163 ns` |
==> cells by family after synthesis <==
| family | count (synthesis) | synth area share |
|---|---|---|
| buf+inv | 20 | 0.02870 |
| simple gates | 75 | 0.1688 |
| fa+ha+maj | 2 | 0.008698 |
| xor+xnor | 41 | 0.1248 |
| flops | 59 | 0.5267 |
| latches | 5 | 0.02610 |
| compound gates | 47 | 0.1074 |
| mux | 2 | 0.007394 |
| other cells | 1 | 0.001304 |
==> cell type report <==
| cell class | instances | area [um2] |
|---|---|---|
| Sequential cell | 64 | 1590 |
| Tap cell | 72 | 90.09 |
| Fill cell | 455 | 1887 |
| Inverter | 7 | 26.28 |
| Clock inverter | 2 | 35.03 |
| Timing Repair Buffer | 55 | 543.0 |
| Clock buffer | 14 | 162.7 |
| Multi-Input combinational cell | 168 | 1206 |
==> per-stage QoR <==
step	std cells	utilization	setup slack, ns	hold WS (ns)	total power, mW
after floorplan	252	-	0.4524	0.4406	1.536
after global placement	366	0.6238	0.5410	0.4788	1.881
after detailed placement	366	0.6238	0.5304	0.4770	1.881
after CTS	382	0.6594	0.5061	0.5004	2.552
after global routing	382	0.6594	0.4283	0.5474	2.684
final	382	0.6594	0.5439	0.4948	2.518
==> worst max-delay path, stage by stage <==
cell and delay, ns:
clkdlybuf4s50_1 0.50, inv_2 0.10, nand4_1 0.09, nor4_1 0.22, clkdlybuf4s50_1 0.52
==> routing by layer <==
metal  vias to the layer above  part of all wire  track usage
li1                        980                 -            -
met1                       958              0.51       0.3410
met2                        42              0.44       0.3044
met3                         5             0.049      0.04659
met4                         0            0.0081      0.03208
met5                         -                 0            0
==> layout by cell type, fill, tap and decap left out, drive strengths merged, types with 3 or more instances in the layout <==
cell           count
xnor2             37
dfrtp             28
nor2              11
xor2               4
inv                7
a21oi             25
nor4               9
nor2b              9
dfstp             31
o21ai              4
buf                3
clkdlybuf4s50     52
nor3              11
nand4              8
nand2             12
dlxtn              5
clkbuf            14
and2               4
nand3              9
a22o              14
==> report_power, final <==
group          total [mW]  switching (mW)  internal [mW]
sequential           1.21           0.232          0.975
combinational       0.660           0.213          0.447
clock               0.650           0.260          0.390
total                2.52           0.706           1.81
==> sequential cells by signal (all words and copies together), names as in the netlist <==
name   cells
waddr     15
raddr     15
state     14
leng      15
wdata      5
==> final timing paths <==
| kind | from | endpoint | slack, ns | depth (start not counted) |
|---|---|---|---|---|
| setup / recovery | rst | Finish | 0.54 | 5 |
| hold reg to reg | state[13] | state[7] | 0.49 | 1 |
| setup reg to reg | state[0] | leng[12] | 1.22 | 4 |
| hold / removal | state[13] | state[7] | 0.49 | 1 |
| min in group asynchronous | rst | leng[6] | 1.02 | 3 |
| max in group asynchronous | rst | leng[2] | 1.81 | 3 |
Power is estimated from default activity; no workload was simulated.
